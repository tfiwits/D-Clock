### flow/config.mk
export PLATFORM = sky130hd
export DESIGN_NAME = mux_led
export DESIGN_NICKNAME = mux_led
export VERILOG_FILES = /design/flow/design.v
export SDC_FILE = /design/flow/constraint.sdc
export NUM_CORES = 4
export LEC_CHECK = 1
export CORE_AREA = 10 10 70 70
export DIE_AREA = 0 0 80 80
### flow/constraint.sdc
current_design mux_led

set clk_period 1.5
set clk_io_pct 0.2

create_clock -name clk0 -period $clk_period

set non_clock_inputs [all_inputs -no_clocks]
set_input_delay [expr $clk_period * $clk_io_pct] -clock clk0 $non_clock_inputs
set_output_delay [expr $clk_period * $clk_io_pct] -clock clk0 [all_outputs]
### flow/run.sh
#!/bin/bash
# OpenROAD 26Q1-2900-gdf79404cd8, Yosys 0.63+post, stock flow scripts
make -C /OpenROAD-flow-scripts/flow DESIGN_CONFIG=/design/flow/config.mk WORK_HOME=/design/flow/orfs finish
### flow/design.v
module mux_led(input[1:0]  select, input[3:0] d0,d1,d2,d3,d4,d5,d10,d11,d12,d13,d14,d15,d20,d21,d22,d23,d24,d25,d30,d31,d32,d33,d34,d35, output reg [3:0] q0,q1,q2,q3,q4,q5 );
always @( select)
begin
   case( select )
       0 :
			begin
				q0 = d0;
				q1 = d1;
				q2 = d2;
				q3 = d3;
				q4 = d4;
				q5 = d5;
			end
       1 :
		 	begin
				q0 = d10;
				q1 = d11;
				q2 = d12;
				q3 = d13;
				q4 = d14;
				q5 = d15;
			end
       2 :
			begin
				q0 = d20;
				q1 = d21;
				q2 = d22;
				q3 = d23;
				q4 = d24;
				q5 = d25;
			end
       3 :
			begin
				q0 = d33;
				q1 = d30;
				q2 = d34;
				q3 = d31;
				q4 = d35;
				q5 = d32;
			end
   endcase
end
endmodule 
==> impl_metrics.py <==
# Synthesis and PnR figures
metrics = {
    "outcome": {
        "status": "finished with violations",
        "violated_checks": "setup timing",
    },
    "finish": {
        "area_growth_syn_to_layout_pct": 180.0,
        "layout-drive-gt1-share_pct": 36.84,
        "sequential_cell_total": 0,
        "clock_buffers": 0,
        "seqCellArea_um2": 0,
        "layout.area.comb_um2": 540.5,
        "n_fill_cell": 356,
    },
    "drt": {
        "vias_after_detailed_routing": 878,
        "drcViolationCount": 0,
        "1st_iter_drt_viols": 20,
        "wl_per_cell_um": 22.22,
        "antenna_cells": 0,
        "totalWireLength_um": 4400,
        "route.detailed.vias_per_inst": 4.434,
        "dr_pass1_iterations": 2,
        "route.antenna.remaining_nets": 0,
    },
    "logic_synthesis": {
        "syn_avg_cell_area_um2": 20.69,
        "yosys.area.top_type": "sky130_fd_sc_hd__mux4_2",
        "synth_area_um2": 620.6,
        "portion_of_synthesized_cell_area_occupied_by_the_leading_cell_type_pct": 72.58,
        "common_cells": "sky130_fd_sc_hd__mux4_2 (20), sky130_fd_sc_hd__mux4_1 (4), sky130_fd_sc_hd__buf_12 (2), sky130_fd_sc_hd__buf_2 (2)",
        "synth.distinct_cells": 6,
        "synth.yosys.warnings": 1,
        "netlist_instances": 30,
        "synth.yosys.num_cells": 30,
        "synth.yosys.chip_area_um2": 620.6,
        "post_synthesis_sequential_area_ratio_pct": 0,
        "top_cells_by_area": "sky130_fd_sc_hd__mux4_2 (73%), sky130_fd_sc_hd__mux4_1 (17%), sky130_fd_sc_hd__buf_12 (6.5%)",
        "yosysMostFrequentCell": "sky130_fd_sc_hd__mux4_2",
    },
    "floorplanning": {
        "dieArea_um2": 6400,
        "vert_die_dim_um": 80,
        "chipWidth_um": 80,
        "ios": 122,
        "core_area_um2": 3416,
        "core.rowCount": 21,
        "initial_utilization_pct": 18.17,
    },
    "grt": {
        "grt_start_max_net_pins": 13,
        "track_usage_pct": 13.76,
        "global_route_wire_length_before_repair_um": 6693,
        "global_route.overflow_total": 0,
        "number_of_antenna_violations_at_the_first_check_in_global_routing": 0,
        "first_global_vias": 1088,
    },
    "sta": {
        "setup_violations": 1,
        "fin_worst_hold_slack_ns": 1.080,
        "hold_viol_final": 0,
        "layout_worst_path_cycle_share_pct": 100.6,
        "tightestPinTransition_ns": 0.1598,
        "final-max-slew-violation-count": 0,
        "slew_headroom_pct": 89.40,
        "min_period_ns": 1.510,
        "rsz0062_at_grt": "true",
        "timing.fmax_ghz": 0.6625,
        "timing.final.ws_setup_ns": -0.009537,
    },
    "pwr": {
        "cellPowerDensity_nw_per_um2": 241.4,
        "ir_drop_v": 0.0001049,
        "power.static_leakage_nw": 0.8357,
    },
    "run": {
        "max_cap_viol_count": 0,
        "warning_count": 34,
    },
    "critical_path": {
        "critical_path_required_ns": 1.20,
        "type_of_origin_of_the_critical_path": "input pin",
        "type_of_the_worst_setup_path": "in2out",
        "endpoint_kind": "output port",
        "critPathMaxFanout": 7,
        "critical_path_arrival_ns": 1.21,
    },
    "hold_path": {
        "hold_path_class": "in2out",
        "worst_hold_path.num_cells": 3,
    },
    "placement": {
        "routabilityCongestion": 0.8314,
        "io_buffers": 122,
        "dpl_worst_slack_ns": -0.5611,
        "dp_hpwl_um": 3841,
    },
    "cts": {
        "hold_buffers": 0,
        "post_cts.repair.setup_buffers": 0,
    },
}
## cell type report
cell class                      count  area share [%]
Multi-Input combinational cell     24           31.10
Tap cell                           46           3.312
Timing Repair Buffer              128           65.59
## critical path, cell delays in order
cell,delay (ns)
sky130_fd_sc_hd__clkbuf_16,0.14
sky130_fd_sc_hd__buf_12,0.13
sky130_fd_sc_hd__mux4_2,0.50
sky130_fd_sc_hd__buf_2,0.14
## stage by stage
| stage | util, % | cells | power [W] | TNS [ns] | area [um2] |
|---|---|---|---|---|---|
| finish | 50.88 | 198 | 0.0004196 | -0.009537 | 1738 |
| global route | 50.88 | 198 | 0.0004522 | -0.3919 | 1738 |
| CTS | 50.88 | 198 | 0.0004281 | -0.05765 | 1738 |
| detailed placement | 55.31 | 195 | 0.0005419 | -13.08 | 1889 |
| global placement | 55.31 | 195 | 0.0005403 | -12.82 | 1889 |
| floorplan | - | 30 | 0.0001399 | 0 | 620.6 |
## final timing paths
check                 startpoint    end  slack (ns)
worst max-delay path   select[0]  q0[3]       -0.01
worst min-delay path       d3[1]  q3[1]        1.08
## cell usage in the layout (no fill, tap or decap)
| cell type | Yosys | routed |
|---|---|---|
| sky130_fd_sc_hd__dlygate4sd2_1 | 0 | 96 |
| sky130_fd_sc_hd__buf_2 | 2 | 24 |
| sky130_fd_sc_hd__mux4_2 | 20 | 24 |
| sky130_fd_sc_hd__clkbuf_16 | 0 | 1 |
| sky130_fd_sc_hd__buf_16 | 0 | 3 |
| sky130_fd_sc_hd__buf_12 | 2 | 3 |
| sky130_fd_sc_hd__clkdlybuf4s15_2 | 0 | 1 |
## cell families after synthesis
kind of cell,share of synthesized area [%]
multiplexers,89.52
buffers and inverters,10.48
## power breakdown
part / total [W] / leakage [nW] / switching (W) / internal [W]
Clock: 0 / 0 / 0 / 0
Combinational: 0.000420 / 0.836 / 0.000107 / 0.000312
Sequential: 0 / 0 / 0 / 0
## routing by layer
layer | track usage, % | vias to the layer above | share of wire, % | wire length [um]
met3 | 4.773 | 2 | 9.3 | 409
met1 | 16.96 | 411 | 38 | 1692
met2 | 23.84 | 62 | 52 | 2270
li1 | - | 403 | - | -
met5 | 0 | - | 0 | 0
met4 | 0.7042 | 0 | 0.61 | 27
## what timing repair did
action	CTS	global route
setup endpoints to repair	24	21
cloned	3	0
resized	184	0
Power is estimated from default activity; no workload was simulated.
